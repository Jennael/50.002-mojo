**/design/flow/run.sh**
```bash
#!/bin/bash
# OpenROAD 26Q1-2900-gdf79404cd8, Yosys 0.63+post, stock flow scripts
make -C /OpenROAD-flow-scripts/flow DESIGN_CONFIG=/design/flow/config.mk WORK_HOME=/design/flow/orfs finish
```
**/design/flow/constraint.sdc**
```tcl
current_design mojo_top_0

set clk_period 14.2
set clk_io_pct 0.2

create_clock -name clk0 -period $clk_period [get_ports {clk}]

set non_clock_inputs [all_inputs -no_clocks]
set_input_delay [expr $clk_period * $clk_io_pct] -clock clk0 $non_clock_inputs
set_output_delay [expr $clk_period * $clk_io_pct] -clock clk0 [all_outputs]
```
**/design/flow/config.mk**
```make
export PLATFORM = sky130hd
export DESIGN_NAME = mojo_top_0
export DESIGN_NICKNAME = mojo_top_0
export VERILOG_FILES = /design/flow/design.v
export SDC_FILE = /design/flow/constraint.sdc
export NUM_CORES = 4
export LEC_CHECK = 1
export CORE_UTILIZATION = 50
```
**/design/flow/design.v**
```verilog
module adder16_7 (
    input [5:0] alufn,
    input [15:0] a,
    input [15:0] b,
    output reg [15:0] out,
    output reg z,
    output reg n,
    output reg v
  );
  reg [15:0] sum;
  reg [15:0] xb;
  always @* begin
    xb = b ^ {5'h10{alufn[0+0-:1]}};
    case (alufn[0+1-:2])
      2'h0: begin
        sum = a + b;
      end
      2'h1: begin
        sum = a - b;
      end
      2'h2: begin
        sum = a * b;
      end
      2'h3: begin
        sum = xb + 1'h1;
      end
      default: begin
        sum = a - b;
      end
    endcase
    v = (a[15+0-:1] & xb[15+0-:1] & ~sum[15+0-:1]) | (~a[15+0-:1] & ~xb[15+0-:1] & sum[15+0-:1]);
    n = sum[15+0-:1];
    z = (~|sum);
    out = sum;
  end
endmodule
module alu_3 (
    input [5:0] alufn,
    input [15:0] a,
    input [15:0] b,
    output reg [15:0] alu_output
  );
  wire [16-1:0] M_add_out;
  wire [1-1:0] M_add_z;
  wire [1-1:0] M_add_n;
  wire [1-1:0] M_add_v;
  reg [6-1:0] M_add_alufn;
  reg [16-1:0] M_add_a;
  reg [16-1:0] M_add_b;
  adder16_7 add (
    .alufn(M_add_alufn),
    .a(M_add_a),
    .b(M_add_b),
    .out(M_add_out),
    .z(M_add_z),
    .n(M_add_n),
    .v(M_add_v)
  );
  wire [16-1:0] M_shift_out;
  reg [16-1:0] M_shift_a;
  reg [16-1:0] M_shift_b;
  reg [6-1:0] M_shift_alufn;
  shifter16_8 shift (
    .a(M_shift_a),
    .b(M_shift_b),
    .alufn(M_shift_alufn),
    .out(M_shift_out)
  );
  wire [16-1:0] M_bool_out;
  reg [6-1:0] M_bool_alufn;
  reg [16-1:0] M_bool_a;
  reg [16-1:0] M_bool_b;
  boolean16_9 bool (
    .alufn(M_bool_alufn),
    .a(M_bool_a),
    .b(M_bool_b),
    .out(M_bool_out)
  );
  wire [16-1:0] M_comp_out;
  reg [6-1:0] M_comp_alufn;
  reg [1-1:0] M_comp_z;
  reg [1-1:0] M_comp_v;
  reg [1-1:0] M_comp_n;
  compare16_10 comp (
    .alufn(M_comp_alufn),
    .z(M_comp_z),
    .v(M_comp_v),
    .n(M_comp_n),
    .out(M_comp_out)
  );
  always @* begin
    M_add_a = a;
    M_add_b = b;
    M_add_alufn = alufn;
    M_comp_v = M_add_v;
    M_comp_n = M_add_n;
    M_comp_z = M_add_z;
    M_comp_alufn = alufn;
    M_bool_a = a;
    M_bool_b = b;
    M_bool_alufn = alufn;
    M_shift_a = a;
    M_shift_b = b;
    M_shift_alufn = alufn;
    case (alufn[4+1-:2])
      2'h0: begin
        alu_output = M_add_out;
      end
      2'h1: begin
        alu_output = M_bool_out;
      end
      2'h2: begin
        alu_output = M_shift_out;
      end
      2'h3: begin
        alu_output = M_comp_out;
      end
      default: begin
        alu_output = 16'h0000;
      end
    endcase
  end
endmodule
module boolean16_9 (
    input [5:0] alufn,
    input [15:0] a,
    input [15:0] b,
    output reg [15:0] out
  );
  always @* begin
    case (alufn[0+3-:4])
      4'h8: begin
        out = a & b;
      end
      4'he: begin
        out = a | b;
      end
      4'h6: begin
        out = a ^ b;
      end
      4'ha: begin
        out = a;
      end
      default: begin
        out = 16'h0000;
      end
    endcase
  end
endmodule
module compare16_10 (
    input [5:0] alufn,
    input z,
    input v,
    input n,
    output reg [15:0] out
  );
  always @* begin
    case (alufn[1+1-:2])
      2'h1: begin
        out = z;
      end
      2'h2: begin
        out = n ^ v;
      end
      2'h3: begin
        out = z | (n ^ v);
      end
      default: begin
        out = 1'h0;
      end
    endcase
  end
endmodule
module counter_4 (
    input clk,
    input rst,
    output reg [1:0] value
  );
  localparam SIZE = 2'h2;
  localparam DIV = 5'h10;
  localparam TOP = 4'h3;
  localparam UP = 1'h1;
  reg [17:0] M_ctr_d, M_ctr_q = 1'h0;
  localparam MAX_VALUE = 20'h3ffff;
  always @* begin
    M_ctr_d = M_ctr_q;
    value = M_ctr_q[16+1-:2];
    if (1'h1) begin
      M_ctr_d = M_ctr_q + 1'h1;
      if (1'h1 && M_ctr_q == 20'h3ffff) begin
        M_ctr_d = 1'h0;
      end
    end else begin
      M_ctr_d = M_ctr_q - 1'h1;
      if (1'h1 && M_ctr_q == 1'h0) begin
        M_ctr_d = 20'h3ffff;
      end
    end
  end
  always @(posedge clk) begin
    if (rst == 1'b1) begin
      M_ctr_q <= 1'h0;
    end else begin
      M_ctr_q <= M_ctr_d;
    end
  end
endmodule
module decoder_6 (
    input [1:0] in,
    output reg [3:0] out
  );
  localparam WIDTH = 2'h2;
  always @* begin
    out = 1'h0;
    out[(in)*1+0-:1] = 1'h1;
  end
endmodule
module mojo_top_0 (
    input clk,
    input rst_n,
    output reg [7:0] led,
    input cclk,
    output reg spi_miso,
    input spi_ss,
    input spi_mosi,
    input spi_sck,
    output reg [3:0] spi_channel,
    input avr_tx,
    output reg avr_rx,
    input avr_rx_busy,
    output reg [23:0] io_led,
    output reg [7:0] io_seg,
    output reg [3:0] io_sel,
    input [4:0] io_button,
    input [23:0] io_dip
  );
  reg rst;
  wire [1-1:0] M_reset_cond_out;
  reg [1-1:0] M_reset_cond_in;
  reset_conditioner_1 reset_cond (
    .clk(clk),
    .in(M_reset_cond_in),
    .out(M_reset_cond_out)
  );
  reg [15:0] M_ctr_a_d, M_ctr_a_q = 1'h0;
  reg [15:0] M_ctr_b_d, M_ctr_b_q = 1'h0;
  localparam START_state = 3'd0;
  localparam ST_A_state = 3'd1;
  localparam ST_B_state = 3'd2;
  localparam SHOW_A_state = 3'd3;
  localparam SHOW_B_state = 3'd4;
  localparam OUT_state = 3'd5;
  reg [2:0] M_state_d, M_state_q = START_state;
  wire [7-1:0] M_seg_seg;
  wire [4-1:0] M_seg_sel;
  reg [16-1:0] M_seg_values;
  multi_seven_seg_2 seg (
    .clk(clk),
    .rst(rst),
    .values(M_seg_values),
    .seg(M_seg_seg),
    .sel(M_seg_sel)
  );
  reg [5:0] alufn;
  reg [15:0] alu;
  localparam X = 5'h1d;
  wire [16-1:0] M_alu1_alu_output;
  reg [6-1:0] M_alu1_alufn;
  reg [16-1:0] M_alu1_a;
  reg [16-1:0] M_alu1_b;
  alu_3 alu1 (
    .alufn(M_alu1_alufn),
    .a(M_alu1_a),
    .b(M_alu1_b),
    .alu_output(M_alu1_alu_output)
  );
  always @* begin
    M_state_d = M_state_q;
    M_ctr_a_d = M_ctr_a_q;
    M_ctr_b_d = M_ctr_b_q;
    M_reset_cond_in = ~rst_n;
    rst = M_reset_cond_out;
    led = 8'h00;
    spi_miso = 1'bz;
    spi_channel = 4'bzzzz;
    avr_rx = 1'bz;
    io_led = 24'h000000;
    io_seg = 8'hff;
    io_sel = 4'hf;
    alufn = io_dip[0+0+5-:6];
    M_alu1_a = M_ctr_a_q;
    M_alu1_b = M_ctr_b_q;
    M_alu1_alufn = alufn;
    alu = M_alu1_alu_output;
    io_led = {alu[8+7-:8], alu[0+7-:8], 8'h00};
    M_seg_values = 16'heeee;
    case (M_state_q)
      START_state: begin
        M_seg_values = 16'hdeee;
        io_seg = ~M_seg_seg;
        io_sel = ~M_seg_sel;
        if (io_button[3+0-:1] == 1'h1) begin
          M_state_d = ST_A_state;
        end else begin
          if (io_button[4+0-:1] == 1'h1) begin
            M_state_d = ST_B_state;
          end else begin
            if (io_button[1+0-:1] == 1'h1) begin
              M_state_d = OUT_state;
            end
          end
        end
      end
      ST_A_state: begin
        M_ctr_a_d[8+7-:8] = io_dip[16+7-:8];
        M_ctr_a_d[0+7-:8] = io_dip[8+7-:8];
        M_alu1_a = M_ctr_a_q;
        io_led[16+7-:8] = M_ctr_a_q[8+7-:8];
        io_led[8+7-:8] = M_ctr_a_q[0+7-:8];
        M_seg_values = 16'haeee;
        io_seg = ~M_seg_seg;
        io_sel = ~M_seg_sel;
        if (io_button[3+0-:1] == 1'h1) begin
          M_state_d = ST_A_state;
        end else begin
          if (io_button[4+0-:1] == 1'h1) begin
            M_state_d = ST_B_state;
          end else begin
            if (io_button[1+0-:1] == 1'h1) begin
              M_state_d = OUT_state;
            end
          end
        end
      end
      ST_B_state: begin
        M_ctr_b_d[8+7-:8] = io_dip[16+7-:8];
        M_ctr_b_d[0+7-:8] = io_dip[8+7-:8];
        io_led[16+7-:8] = M_ctr_b_q[8+7-:8];
        io_led[8+7-:8] = M_ctr_b_q[0+7-:8];
        M_seg_values = 16'hbeee;
        io_seg = ~M_seg_seg;
        io_sel = ~M_seg_sel;
        if (io_button[3+0-:1] == 1'h1) begin
          M_state_d = ST_A_state;
        end else begin
          if (io_button[4+0-:1] == 1'h1) begin
            M_state_d = ST_B_state;
          end else begin
            if (io_button[1+0-:1] == 1'h1) begin
              M_state_d = OUT_state;
            end
          end
        end
      end
      OUT_state: begin
        io_led[16+7-:8] = alu[8+7-:8];
        io_led[8+7-:8] = alu[0+7-:8];
        M_seg_values = 16'hceee;
        io_seg = ~M_seg_seg;
        io_sel = ~M_seg_sel;
        if (io_button[3+0-:1] == 1'h1) begin
          M_state_d = ST_A_state;
        end else begin
          if (io_button[4+0-:1] == 1'h1) begin
            M_state_d = ST_B_state;
          end else begin
            if (io_button[1+0-:1] == 1'h1) begin
              M_state_d = OUT_state;
            end
          end
        end
      end
    endcase
  end
  always @(posedge clk) begin
    if (rst == 1'b1) begin
      M_ctr_a_q <= 1'h0;
      M_ctr_b_q <= 1'h0;
      M_state_q <= 1'h0;
    end else begin
      M_ctr_a_q <= M_ctr_a_d;
      M_ctr_b_q <= M_ctr_b_d;
      M_state_q <= M_state_d;
    end
  end
endmodule
module multi_seven_seg_2 (
    input clk,
    input rst,
    input [15:0] values,
    output reg [6:0] seg,
    output reg [3:0] sel
  );
  localparam DIGITS = 3'h4;
  localparam DIV = 5'h10;
  localparam DIGIT_BITS = 2'h2;
  wire [2-1:0] M_ctr_value;
  counter_4 ctr (
    .clk(clk),
    .rst(rst),
    .value(M_ctr_value)
  );
  wire [7-1:0] M_seg_dec_segs;
  reg [4-1:0] M_seg_dec_char;
  seven_seg_5 seg_dec (
    .char(M_seg_dec_char),
    .segs(M_seg_dec_segs)
  );
  wire [4-1:0] M_digit_dec_out;
  reg [2-1:0] M_digit_dec_in;
  decoder_6 digit_dec (
    .in(M_digit_dec_in),
    .out(M_digit_dec_out)
  );
  always @* begin
    M_seg_dec_char = values[(M_ctr_value)*4+3-:4];
    seg = M_seg_dec_segs;
    M_digit_dec_in = M_ctr_value;
    sel = M_digit_dec_out;
  end
endmodule
module reset_conditioner_1 (
    input clk,
    input in,
    output reg out
  );
  localparam STAGES = 3'h4;
  reg [3:0] M_stage_d, M_stage_q = 4'hf;
  always @* begin
    M_stage_d = M_stage_q;
    M_stage_d = {M_stage_q[0+2-:3], 1'h0};
    out = M_stage_q[3+0-:1];
  end
  always @(posedge clk) begin
    if (in == 1'b1) begin
      M_stage_q <= 4'hf;
    end else begin
      M_stage_q <= M_stage_d;
    end
  end
endmodule
module seven_seg_5 (
    input [3:0] char,
    output reg [6:0] segs
  );
  always @* begin
    case (char)
      1'h0: begin
        segs = 7'h3f;
      end
      1'h1: begin
        segs = 7'h06;
      end
      2'h2: begin
        segs = 7'h5b;
      end
      2'h3: begin
        segs = 7'h4f;
      end
      3'h4: begin
        segs = 7'h66;
      end
      3'h5: begin
        segs = 7'h6d;
      end
      3'h6: begin
        segs = 7'h7d;
      end
      3'h7: begin
        segs = 7'h07;
      end
      4'h8: begin
        segs = 7'h7f;
      end
      4'h9: begin
        segs = 7'h67;
      end
      4'ha: begin
        segs = 7'h77;
      end
      4'hb: begin
        segs = 7'h7f;
      end
      4'hc: begin
        segs = 7'h3f;
      end
      4'hd: begin
        segs = 7'h6d;
      end
      4'he: begin
        segs = 7'h40;
      end
      4'hf: begin
        segs = 7'h79;
      end
      default: begin
        segs = 7'h00;
      end
    endcase
  end
endmodule
module shifter16_8 (
    input [15:0] a,
    input [15:0] b,
    input [5:0] alufn,
    output reg [15:0] out
  );
  always @* begin
    case (alufn[0+1-:2])
      2'h0: begin
        out = a <<< b[0+4-:5];
      end
      2'h1: begin
        out = a >>> b[0+4-:5];
      end
      2'h3: begin
        out = $signed(a) >>> b[0+4-:5];
      end
      default: begin
        out = 1'h0;
      end
    endcase
  end
endmodule
```
==> results.cfg <==
; physical design summary
[detailed_routing]
wl_per_cell_um = 22.2
vias_per_cell = 6.10
dr.pass1.iters = 7
wl_um = 38600
antennaDiodeCount = 0
drtAntennaViolNets = 0
num_vias = 10600
drc = 0
drtIter0Drc = 965

[grt]
antenna_found_initial = 0
grtUsageTotal = 0.378
grt_max_degree = 48
grt_pass1_vias = 10200
overflow = 0
grt_pass1_wl_um = 60300

[synthesis]
ys_seq_share = 0.105
syn-instance-count = 1451
synthArstFlopShare = 0
synth_area_mm2 = 0.0108
ys_ff = 57
ys_cells = 1451
ys_area_mm2 = 0.0108
synth-main-ff-cell = dfxtp_1
synth_warnings = 14
syn_avg_cell_area_um2 = 7.46
edf_count = 0
ys_types = 74

[critical_path]
r2r_cells = 4
startpoint_type = primary input
reg2reg_to = M_ctr_a_q[7]
crit_required_ps = 11360
path_class = in2out
timing.critical_path.to = io_led[22]
r2r_slack_ps = 11980
cp_max_fo = 29
reg2reg_from = M_state_q[0]
crit_arrival_ps = 8520
crit_start = io_dip[1]
cp-end-kind = output pin

[floorplanning]
die_w_um = 149
die_y_um = 149
chipArea_mm2 = 0.0222
rows = 53
fp_util = 0.513
core_mm2 = 0.0211
ios = 87

[final_timing]
maxSlewHeadroom = 0.388
finalCriticalPeriod_ps = 11360
max_freq_ghz = 0.0880
worst_slew_pin_slew_ps = 915
drv_slew = 0
setup_ws_ps = 2840
fin_hold_ws_ps = 406
rsz0062_at_grt = no
skew_ps = 4.94
fin_tns_setup_ps = 0
finalSetupViolCount = 0
timing.final.hold_violations = 0
finalCritPeriodShare = 0.800

[place]
port_buffers = 53
post-place-ws_ps = 2990
gp_congestion = 1.02
placed_area_mm2 = 0.0115
hpwl_um = 28800

[pwr]
peakVddDrop_mv = 0.0829
netSwitchingPower_mw = 0.115
p_sw_frac = 0.252
p_leak_nw = 4.80
power_density_mw_per_mm2 = 38.4
intPower_mw = 0.341
clkPwrFrac = 0.511
share_comb_of_total_power = 0.136
seqPwrFrac = 0.354

[clocking]
cts_tree = built
hold_buffers = 0
clk_latency_ps = 320
clk_pin_slew_ps = 50
clockBufferDepth = 2
cts_buffers = 9
cts_root_buf = clkbuf_16
htree_num_levels = 3
post-cts-setup-buffers = 0
clkSinkCount = 57
ctsResizeCount = 0

[job]
warning_count = 56
drv_cap = 0

[worst_hold_path]
min_path_type = reg2reg
min_from = reset_cond.M_stage_q[1]

[layout]
utilization = 0.563
drive_gt1_frac = 0.0609
final_layout_top_logic_cells = nand2_1, inv_1, nor2_1
syn2layout_area_growth_pct = 9.76
lay_top_count = nand2_1
design_area_mm2 = 0.0119

[status]
status = complete, no violations
## worst min path at each step
| stage | to | cells past startpoint |
|---|---|---|
| 4_1_cts | reset_cond.M_stage_q[2] | 1 |
| 5_1_grt | reset_cond.M_stage_q[2] | 1 |
| 6_report | reset_cond.M_stage_q[2] | 1 |
## flip-flops by register name (all words and copies together), names as in the netlist
| signal | flops |
|---|---|
| seg.ctr.M_ctr_q | 18 |
| M_state_q | 3 |
| M_ctr_a_q | 16 |
| reset_cond.M_stage_q | 4 |
| M_ctr_b_q | 16 |
## cell type report
cell class / instances / area (µm²)
fill: 2018 / 9210
multi-input combinational: 1126 / 8570
sequential: 57 / 1140
timing repair buffer: 99 / 876
inverter: 163 / 612
tap: 275 / 344
clock buffer: 9 / 225
clock inverter: 7 / 103
## worst max-delay path, stage by stage
cell             delay [ps]
clkdlybuf4s50_1         450
buf_4                   320
clkinv_1                520
nand2_1                 630
a21oi_1                 210
fa_1                    490
a211oi_1                440
o21ai_0                 210
a221oi_1                540
o21ai_0                 260
a21o_1                  230
a21oi_1                 160
xnor2_1                 130
nand2_1                  70
a21boi_0                430
clkdlybuf4s50_1         560
## power groups by stage
stage	registers [mW]	clock network, mW	logic (mW)
after CTS	0.161	0.236	0.0607
after global routing	0.161	0.243	0.0662
final	0.161	0.233	0.0619
## cells by family (layout without fill, tap and decap cells)
logic type,after synthesis,in the layout,share of synthesized area
AND-OR/OR-AND,323,323,0.198
other,2,23,0.000694
adder cells (fa/ha/maj),184,184,0.269
flip-flops,57,57,0.105
AND/OR/NAND/NOR,475,475,0.193
XOR/XNOR,80,80,0.0667
multiplexers,41,41,0.0568
buffers and inverters,289,278,0.110
## metal layers
layer / track usage / wire length [µm] / vias up / share of wire
met5: 0 / 0 / - / 0
met4: 0.143 / 1910 / 0 / 0.050
met3: 0.127 / 4590 / 99 / 0.12
met2: 0.518 / 15900 / 649 / 0.41
met1: 0.563 / 16100 / 4935 / 0.42
li1: - / - / 4910 / -
## per-stage QoR
step	cells	power, mW
after floorplan	1472	0.200
after global routing	1736	0.471
after global placement	1720	0.225
after CTS	1736	0.458
after detailed placement	1720	0.225
final	1736	0.456
## synthesized netlist by cell type, drive strengths merged, types with 8 or more instances
master | n | area share
o211ai | 11 | 0.0076
xor2 | 24 | 0.019
a222oi | 13 | 0.012
nor2b | 10 | 0.0058
o21a | 11 | 0.0076
and3 | 9 | 0.0052
ha | 103 | 0.12
mux4 | 15 | 0.033
a21oi | 85 | 0.039
nand2 | 197 | 0.068
a22oi | 24 | 0.017
nand3 | 28 | 0.013
a31oi | 17 | 0.0098
xnor2 | 55 | 0.045
mux2i | 25 | 0.023
a21o | 10 | 0.0069
o31ai | 8 | 0.0056
fa | 81 | 0.15
inv | 156 | 0.054
o21ai | 68 | 0.031
buf | 44 | 0.025
nor3 | 23 | 0.011
nand2b | 14 | 0.0081
clkbuf | 82 | 0.028
nand4 | 13 | 0.0075
dfxtp | 57 | 0.11
nor2 | 150 | 0.052
a211oi | 13 | 0.0090
Power and IR drop assume default switching activity.
